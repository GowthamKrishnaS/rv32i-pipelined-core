===== ./config.mk =====
export PLATFORM = sky130hd
export DESIGN_NAME = instruction_memory
export DESIGN_NICKNAME = instruction_memory
export VERILOG_FILES = /design/flow/design.v
export SDC_FILE = /design/flow/constraint.sdc
export NUM_CORES = 4
export LEC_CHECK = 1
export CORE_AREA = 10 10 70 70
export DIE_AREA = 0 0 80 80

===== ./constraint.sdc =====
current_design instruction_memory

set clk_period 2.6
set clk_io_pct 0.2

create_clock -name clk0 -period $clk_period

set non_clock_inputs [all_inputs -no_clocks]
set_input_delay [expr $clk_period * $clk_io_pct] -clock clk0 $non_clock_inputs
set_output_delay [expr $clk_period * $clk_io_pct] -clock clk0 [all_outputs]

===== ./design.v =====
module instruction_memory (
    input  logic [31:0] addr,            
    output logic [31:0] instruction      
);
    always_comb begin
        case (addr[9:2])   
            8'd0: instruction = 32'h00500113;  
            8'd1: instruction = 32'h00700193;  
            8'd2: instruction = 32'h06310463;  
            8'd3: instruction = 32'h003101b3;  
            8'd4: instruction = 32'h003162b3;  
            8'd5: instruction = 32'h003172b3;  
            8'd6: instruction = 32'h003142b3;  
            8'd7: instruction = 32'h00012503;  
            8'd8: instruction = 32'h00a12223;  
            8'd9: instruction = 32'h403143b3;  
            default: instruction = 32'h00000013;  
        endcase
    end
endmodule

===== ./run.sh =====
#!/bin/bash
# OpenROAD 26Q1-2900-gdf79404cd8, Yosys 0.63+post, stock flow scripts
make -C /OpenROAD-flow-scripts/flow DESIGN_CONFIG=/design/flow/config.mk WORK_HOME=/design/flow/orfs finish

==> qor.yml <==
critical_path:
  cp_slowest_cell: "sky130_fd_sc_hd__or4_4"
  timing.critical_path.buf_inv: 3
  critical-path-max-stage-delay_ps: 580
  cp-end-kind: "output pin"
  timing.critical_path.fanout_max: 5
  cp-endpoint: "instruction[30]"
  crit_type: "input pin to output pin"
  crit_family: "buffers and inverters"
  critical_path_arrival_ps: 2040
  timing.critical_path.from: "addr[7]"
  worstSetupPathDepth: 5
  setup.worst_path.start_class: "input pin"
  critical_path_cell_by_cell: "dlygate4sd2_1 -> or4_4 -> buf_6 -> nor2_1 -> clkdlybuf4s50_1"
  worst-endpoint-required_ps: 2080
detailed_routing:
  detailroute.via_count: 498
  antenna_cells: 0
  via_per_inst: 3.388
  wl_per_cell_um: 10.19
  post_detailed_route_count_of_antenna_violating_nets: 0
  totalWireLength_um: 1498
  detailedRoute.firstIterationViolations: 20
  drtPass1Iterations: 4
  post-route-drc-count: 0
final_timing:
  slew_violations: 0
  layout_min_cycle_time_ps: 2563
  min_period_over_period_pct: 98.59
  rsz0062_at_grt: "true"
  fmaxAchievable_mhz: 390.1
  finalHoldViolCount: 0
  final-setup-viol-count: 0
floorplan:
  die_height_um: 80
  boundary_pin_count: 64
  core_area_sq_mm: 0.003416
  fp.dieArea_sq_mm: 0.006400
  floorplan.rows: 21
  fp_util_pct: 11.06
  die.size.x_um: 80
power:
  leakagePower_nw: 0.4182
  design_power_total_mw: 0.06829
  power.density_mw_per_mm2: 85.82
  vdd_ir_drop_max_mv: 0.01626
grt:
  grt_overflow_total: 0
  grt_pass1_vias: 514
  antenna_found_initial: 0
  grt_first_pass_wirelength_um: 2325
  groute.usage.overall_pct: 4.272
  grt_start_max_net_pins: 8
synth:
  top_cells_by_area_in_the_synthesized_netlist: "sky130_fd_sc_hd__buf_4 (32%), sky130_fd_sc_hd__a21oi_1 (11%), sky130_fd_sc_hd__nor2_1 (7.0%), sky130_fd_sc_hd__clkbuf_1 (5.0%), sky130_fd_sc_hd__xor2_1 (4.6%)"
  cell_accounting_for_the_most_synthesized_area: "sky130_fd_sc_hd__buf_4"
  synth_stat.cells: 64
  synth-area-yosys_sq_um: 377.9
  yosysWarnings: 1
  synth.lib_cells_used.distinct: 24
  postSynthSeqShare_pct: 0
  post_synth_design_cell_area_sq_um: 377.9
  syn-mean-instance-area_sq_um: 5.904
  synth.cells.most_frequent: "sky130_fd_sc_hd__buf_4 (16), sky130_fd_sc_hd__a21oi_1 (8), sky130_fd_sc_hd__nor2_1 (7), sky130_fd_sc_hd__clkbuf_1 (5), sky130_fd_sc_hd__nand2_1 (4)"
  netlist.area_leader.share_pct: 31.79
  post_synth_inst_count: 64
  yosys.cell_count.top_type: "sky130_fd_sc_hd__buf_4"
placed_design:
  io_buffers: 26
  placed_cells_incl_taps: 143
  place_hpwl_um: 1253
  dpl-instance-area_sq_um: 724.4
  gpl.final_weighted_congestion: 0.7154
cells_and_area:
  nClkBuffers: 0
  flops: 0
  drive_gt1_share_pct: 35.64
  layout.area.seq_sq_um: 0
  area_growth_pct: 110.6
  fin_area_sq_um: 795.8
  multiInputGateArea_sq_um: 331.6
  final-instance-count-excl-fill: 147
  n_fill_cell: 383
cts:
  postCtsHoldBufs: 0
run:
  maxCapViolCount: 0
  stage_log_warnings: 57
run_status:
  status: "finished clean"
hold_path:
  worstHoldPathType: "input pin to output pin"
timing repair:
item	CTS	global route
endpoints found under the setup margin	18	7
cloned	0	0
gates resized	40	8
pin swaps	2	2
setup buffers	4	0
routing by layer:
layer	wire length (um)	track usage (%)	vias up
li1	-	-	258
met1	666	5.471	218
met2	684	7.223	22
met3	147	1.364	0
met4	0	0	0
met5	0	0	-
cell families (layout without fill, tap and decap cells):
family / count (synthesis) / count (layout) / synth area share (%)
buf+inv: 24 / 49 / 40.07
xor+xnor: 3 / 3 / 6.955
simple gates: 21 / 21 / 28.15
compound gates: 14 / 14 / 22.85
other cells: 2 / 14 / 1.987
per-stage QoR:
step / setup TNS [ps] / setup WS, ps / hold slack, ps / util (%)
4_1_cts: 0 / 2.307 / 1752 / 22.78
6_report: 0 / 36.71 / 1660 / 23.30
3_5_place_dp: -6442 / -484.5 / 2202 / 21.21
3_3_place_gp: -6516 / -499.1 / 2196 / 21.21
5_1_grt: -1.255 / -1.255 / 1694 / 23.30
2_1_floorplan: 0 / 466.5 / 1153 / -
power by group:
group          internal [mW]  switching (mW)  total [mW]
registers                  0               0           0
logic                 0.0364          0.0319      0.0683
clock network              0               0           0
total                 0.0364          0.0319      0.0683
layout make-up:
cell class / instances / share of cell area [%]
multi-input cells: 52 / 41.67
repair buffers: 47 / 50.16
well taps: 46 / 7.233
inverters: 2 / 0.9434
worst min path at each step:
stage / from / endpoint / slack, ps / depth (start not counted)
global route: addr[9] / instruction[20] / 1690 / 5
finish: addr[8] / instruction[20] / 1660 / 5
CTS: addr[2] / instruction[7] / 1750 / 4
cells in the final DEF, fill, tap and decap left out, drive strengths merged, types with 2 or more instances in the layout:
master         netlist  final
xor2                 2      2
conb                 2     14
buf                 17     24
inv                  2      2
nor4                 2      2
nand2                4      4
clkdlybuf4s50        0      4
a21o                 2      2
dlygate4sd2          0     15
dlymetal6s2s         0      2
nor2                 7      7
a21oi                8      8
Power is estimated from default activity; no workload was simulated.
