$ cat design.v
module if_id_pipeline_reg (
    input  logic        clk,        
    input  logic        rst,        
    input  logic        stall,      
    input  logic        flush,      
    input  logic [31:0] if_pc,      
    input  logic [31:0] if_instr,   
    output logic [31:0] id_pc,      
    output logic [31:0] id_instr    
);
    always_ff @(posedge clk or posedge rst) begin
        if (rst) begin
            id_pc    <= 32'h00000000;
            id_instr <= 32'h00000000;
        end else if (flush) begin
            id_pc    <= 32'h00000000;    
            id_instr <= 32'h00000013;    
        end else if (!stall) begin
            id_pc    <= if_pc;
            id_instr <= if_instr;
        end
    end
endmodule
$ cat run.sh
#!/bin/bash
# OpenROAD 26Q1-2900-gdf79404cd8, Yosys 0.63+post, stock flow scripts
make -C /OpenROAD-flow-scripts/flow DESIGN_CONFIG=/design/flow/config.mk WORK_HOME=/design/flow/orfs finish
$ cat config.mk
export PLATFORM = sky130hd
export DESIGN_NAME = if_id_pipeline_reg
export DESIGN_NICKNAME = if_id_pipeline_reg
export VERILOG_FILES = /design/flow/design.v
export SDC_FILE = /design/flow/constraint.sdc
export NUM_CORES = 4
export LEC_CHECK = 1
export CORE_UTILIZATION = 40
$ cat constraint.sdc
current_design if_id_pipeline_reg

set clk_period 1.1
set clk_io_pct 0.2

create_clock -name clk0 -period $clk_period [get_ports {clk}]

set non_clock_inputs [all_inputs -no_clocks]
set_input_delay [expr $clk_period * $clk_io_pct] -clock clk0 $non_clock_inputs
set_output_delay [expr $clk_period * $clk_io_pct] -clock clk0 [all_outputs]
==> flow_summary.toml <==
# generated from flow reports
[run_status]
outcome = "finished, final reports clean"

[detailed_routing]
wl_met3_um = 525
n_antenna_cell = 0
highest_layer = "met4"
drtPass1Iterations = 3
ant_nets = 0
met2WireLength_mm = 2.74
drtIter0Drc = 46
vias_per_cell = 4.56
num_vias = 1977
avgRoutedWirePerCell_um = 13.5
wl_met1_mm = 2.53
drc_errors = 0
drt-total-wl_mm = 5.84

[timing]
fin_tns_setup_ns = 0
tightestPinTransition_ns = 0.348
maxSlewViolCount = 0
finalClockSkew_ns = 0
grt_setup_unrepaired = "yes"
period_used_pct = 95.5
setup_viol = 0
worst_hold_slack_ns = 0.277
maxSlewHeadroom_pct = 76.8
hold_viol = 0
timing.fmax_mhz = 952
finalWorstPathRequiredPeriod_ns = 1.05

[grt]
grt_pass1_vias = 1990
grt_max_degree = 42
grt_usage_pct = 18.3
antenna_found_initial = 0
overflow = 0
grt_pass1_wl_mm = 9.83

[critical_path]
r2r_cells = 2
worstPathArrival_ns = 0.83
r2r_setup_slack_ns = 0.20
cp_slowest_stage_delay_ns = 0.38
crit_slowest_cell = "dfrtp_1"
startpoint_type = "register"
crit_type = "reg -> out"
path_cells = "buf_2"
path_depth = 1
crit_path_max_fanout = 2
critical_path_buf_inv_count = 1
cp_top_family = "flip-flops"
end_kind = "output pin"
critPathRequiredTime_ns = 0.88

[layout]
fillers = 525
final-comb-area_um2 = 896
synthToLayoutAreaGrowth_pct = 50.6
flop_area_mm2 = 0.00160
drive_gt1_share_pct = 28.3

[cts]
clk_pin_slew_ns = 0.07
postCtsHoldBufs = 0
cts.htree.levels = 3
cts_inserted_buffers = 9
cts_buffer_depth = 2
cts_root_buffer = "clkbuf_8"
clock_latency_ns = 0.33
tritoncts = "built"
cts.sinks = 64

[pwr]
worst_ir_drop_vdd_mv = 0.909
p_clk_share_pct = 37.6
p_leak_uw = 0.00214
power_density_mw_per_mm2 = 1330
power.share.switching_pct = 22.2
combPwrFrac_pct = 14.7
internal-power_uw = 4160
switching_power_uw = 1190
p_seq_share_pct = 47.7

[synthesis]
top_cell_area_share_pct = 60.1
ys_area_mm2 = 0.00266
yosys.area.top_type = "dfrtp_1"
ys_seq_share_pct = 60.1
synthMostInstantiatedCell = "dfrtp_1"
syn_area_per_cell_um2 = 12.9
synthTopCellsByCount = "dfrtp_1 (64), mux2i_1 (61), nor2_1 (61), buf_12 (6), clkbuf_1 (5)"
ys_cells = 207
topCellsByArea = "dfrtp_1 (60%), mux2i_1 (23%), nor2_1 (8.6%)"
syn-cell-area_mm2 = 0.00266
ff_type = "dfrtp_1"
yosysUniqueCellTypes = 11
yosysWarnings = 1
async_flop_share_pct = 100
synth_cells = 207
synth_flops = 64
edf_count = 0

[place]
dpl.hpwl_mm = 4.14
globalplace.congestion = 0.739
io_buffers = 131

[die]
pin_count = 132
num_rows = 29
chipArea_mm2 = 0.00699
fp.dieH_um = 83.6
die_w_um = 83.6
coreArea_mm2 = 0.00639
initCoreUtil_pct = 41.7

[flow_run]
drv_cap = 0
warnings = 27

[worst_hold_path]
hold_depth = 2
hold_path_class = "in -> reg"
-- per-layer routing --
metal | GRT usage [%] | vias up
li1 | - | 980
met1 | 29.0 | 919
met2 | 26.8 | 73
met3 | 6.43 | 5
met4 | 1.54 | 0
met5 | 0 | -
-- stage by stage --
stage	util [%]	std cells	setup slack, ns	power, uW	instance area [um^2]
after CTS	62.9	434	0.00172	5440	4020
final	62.8	434	0.0491	5350	4010
after detailed placement	63.9	411	-0.0602	3510	4080
after floorplan	-	207	0.194	2920	2670
after global routing	62.8	434	-0.00954	5620	4010
after global placement	63.9	411	-0.0525	3500	4080
-- layout make-up --
class	instances	share of cell area, %
clock buffer	13	3.96
clock inverter	3	0.998
inverter	1	0.187
multi-input combinational	128	22.3
sequential	64	39.9
tap	77	2.40
timing repair buffer	148	30.2
-- state kept, by name, summed over array words and instances, names as in the netlist --
signal / flops
id_instr: 32
id_pc: 32
-- placed cells by master (no fill, tap or decap), drive strengths merged --
| cell type | count |
|---|---|
| a211o | 3 |
| and2b | 3 |
| mux2i | 61 |
| buf | 82 |
| clkinv | 2 |
| clkdlybuf4s50 | 65 |
| dfrtp | 64 |
| clkbuf | 14 |
| clkinvlp | 1 |
| nor2 | 61 |
| bufinv | 1 |
-- power by group through the flow --
stage | logic, uW | clock network, uW | registers [uW]
final | 787 | 2010 | 2550
after CTS | 808 | 2080 | 2550
after global routing | 872 | 2190 | 2560
-- timing repair --
item | CTS | global route
gates resized | 192 | 1
hold endpoints to repair | 0 | 0
setup buffers | 7 | 0
endpoints found under the setup margin | 64 | 3
-- final timing paths --
check / start / end
worst max-delay path: id_instr[4] / id_instr[4]
worst min-delay path: stall / id_instr[0]
worst max register to register: id_instr[4] / id_instr[4]
worst min register to register: id_instr[0] / id_instr[0]
max in group asynchronous: rst / id_pc[17]
min in group asynchronous: rst / id_pc[25]
-- cell families (layout without fill, tap and decap cells) --
group	Yosys count	in the layout	share of synthesized area, %
AND/OR/NAND/NOR	64	64	9.72
AND-OR/OR-AND	3	3	0.987
buffers and inverters	15	165	6.25
multiplexers	61	61	22.9
flip-flops	64	64	60.1
No activity file was given, so power comes from the tool's default toggle rates.
