==> design/flow/design.v <==
module pc (
    input  logic        clk,            
    input  logic        rst,            
    input  logic        pc_write,       
    input  logic        pc_flush,       
    input  logic [31:0] pc_flush_val,   
    input  logic [31:0] pc_next,        
    output logic [31:0] pc_current      
);
    always_ff @(posedge clk or posedge rst) begin
        if (rst) begin
            pc_current <= 32'h00000000;          
        end else if (pc_flush) begin
            pc_current <= pc_flush_val;          
        end else if (pc_write) begin
            pc_current <= pc_next;               
        end
    end
endmodule
==> design/flow/run.sh <==
#!/bin/bash
# OpenROAD 26Q1-2900-gdf79404cd8, Yosys 0.63+post, stock flow scripts
make -C /OpenROAD-flow-scripts/flow DESIGN_CONFIG=/design/flow/config.mk WORK_HOME=/design/flow/orfs finish
==> design/flow/config.mk <==
export PLATFORM = sky130hd
export DESIGN_NAME = pc
export DESIGN_NICKNAME = pc
export VERILOG_FILES = /design/flow/design.v
export SDC_FILE = /design/flow/constraint.sdc
export NUM_CORES = 4
export LEC_CHECK = 1
export CORE_UTILIZATION = 40
==> design/flow/constraint.sdc <==
current_design pc

set clk_period 1.0
set clk_io_pct 0.2

create_clock -name clk0 -period $clk_period [get_ports {clk}]

set non_clock_inputs [all_inputs -no_clocks]
set_input_delay [expr $clk_period * $clk_io_pct] -clock clk0 $non_clock_inputs
set_output_delay [expr $clk_period * $clk_io_pct] -clock clk0 [all_outputs]
==> results_dict.tcl <==
# metrics dict for downstream scripts
set metrics [dict create \
    warning_count 27 \
    cp_max_fo 2 \
    die-area_um2 4050 \
    ir_drop_mv 0.752 \
    grt_max_degree 34 \
    fa_ha_area_share_pct 0 \
    cellLeakagePower_nw 1.23 \
    cts.clk_slew.worst_paths_ps 60 \
    largest_reg_flops 32 \
    endpoint_kind "primary output" \
    dp_slack_ps -14.9 \
    firstDrtPassIters 4 \
    htree_num_levels 2 \
    final-comb-area_um2 608 \
    fp.coreArea_um2 3660 \
    grt_pass1_vias 1440 \
    setup_slack_ps 19.7 \
    die_w_um 63.6 \
    final_cell_count_no_fill 299 \
    cts_tree "yes" \
    cts_hold_buf 0 \
    path_delay_family "flip-flops" \
    n_fill_cell 266 \
    drc 0 \
    hp-class "primary input to async pin" \
    rr_worst_depth 3 \
    outcome "finished, final reports clean" \
    portBuffers 99 \
    grt_pass1_wl_um 6510 \
    die_y_um 63.6 \
    syn_inst 140 \
    seq_area_um2 801 \
    drtIter0Drc 64 \
    grt.total_usage_pct 21.1 \
    antenna_found_initial 0 \
    slowest_delay_ps 390 \
    ys_ff 32 \
    crit_arrival_ps 780 \
    placed_cells 285 \
    drive_above_1_share_pct 22.7 \
    fin_skew_ps 0 \
    grt.overflow.total 0 \
    numCtsBuffers 5 \
    power_mw 3.21 \
    ys_seq_share_pct 52.7 \
    slew_headroom_pct 87.4 \
    clock-sinks 32 \
    ys_area_um2 1520 \
    slowest_stage "dfrtp_1" \
    synthDistinctLibCells 10 \
    path_cells "buf_2" \
    worst-r2r-setup-slack_ps 160 \
    finalWirelength_um 3810 \
    r2r-start "pc_current[6]" \
    clock_latency_ps 280 \
    gp_congestion 0.764 \
    report.final.slew_viol_count 0 \
    synth-simple-area-share_pct 7.91 \
    aoi_share_pct 11.0 \
    fmax_mhz 1020 \
    top_register "pc_current" \
    yosys_warnings 1 \
    worst_slew_pin_slew_ps 183 \
    ant_nets 0 \
    viasPerCell 4.65 \
    drv_cap 0 \
    hold_viol_final 0 \
    synth_top_area_share_pct 52.7 \
    synthMuxAreaShare_pct 21.1 \
    io_pins 100 \
    synth_area_per_cell_um2 10.8 \
    area_leaders "dfrtp_1 53%, mux2i_1 21%, o21ai_1 9.2%, nand2_1 7.9%, buf_12 4.0%" \
    root_buffer "clkbuf_8" \
    power_density_nw_per_um2 1250 \
    setup_viol 0 \
    wire_per_inst_um 12.7 \
    area_growth_pct 68.5 \
    ys_cells 140 \
    fin_crit_ps 980 \
    clk_path_buf_depth 2 \
    crit_required_ps 800 \
    vias 1390 \
    finalClockPeriodUsage_pct 98.0 \
    reg_top3 "pc_current (32)" \
    cp.buffers_inverters 1 \
    antenna-diode-count 0 \
    worstSetupPathType "flip-flop to primary output" \
    place_hpwl_um 2810 \
    top_logic_kind "multiplexers" \
    initial_core_util_pct 41.5 \
    rows 22 \
    rr_endpoint "pc_current[6]" \
    syn-cell-area_um2 1520 \
    xor_share_pct 0 \
    rsz0062_at_grt "yes" \
    fin_setup_tns_ps 0 \
    yosys.area.top_type "dfrtp_1" \
    crit_path_start_kind "flip-flop" \
]
cells in the mapped netlist:
cell type   n
buf_2       7
o21ai_1    28
buf_6       1
o21ai_0     2
buf_12      3
nand2_1    32
dfrtp_1    32
inv_1       1
o21ai_2     2
mux2i_1    32
what timing repair did:
| item | in CTS | in global routing |
|---|---|---|
| endpoints found under the setup margin | 32 | 15 |
| cloned | 0 | 0 |
| resized | 96 | 0 |
| endpoints found under the hold margin | 0 | 0 |
| buffers inserted | 6 | 0 |
layout by cell type, fill, tap and decap left out, drive strengths merged:
cell / instances
dfrtp: 32
clkdlybuf4s50: 65
o21ai: 32
inv: 1
nand2: 32
mux2i: 32
buf: 49
clkbuf: 8
layer usage:
layer / up-vias / global-route usage (%) / share of wire, %
met5: - / 0 / 0
met4: 0 / 3.13 / 1.6
met3: 8 / 5.33 / 7.0
met2: 52 / 33.9 / 47
met1: 635 / 30.3 / 44
li1: 695 / - / -
logic make-up after synthesis:
| group | after synthesis |
|---|---|
| AND-OR/OR-AND | 32 |
| buffers and inverters | 12 |
| multiplexers | 32 |
| flip-flops | 32 |
| AND/OR/NAND/NOR | 32 |
power by group:
part           total (mW)  switching [mW]  internal, mW
sequential           1.47          0.0543          1.41
combinational       0.730           0.239         0.491
clock                1.01           0.448         0.560
area by class of cell:
class | count | share of cell area (%)
Sequential cell | 32 | 31.3
Multi-Input combinational cell | 96 | 23.8
Tap cell | 48 | 2.35
Inverter | 1 | 0.147
Clock buffer | 8 | 3.52
Timing Repair Buffer | 114 | 38.9
worst max-delay path by stage:
stage | startpoint | to | slack [ps] | cells after the start
after CTS | pc_current[8] | pc_current[8] | 7 | 1
after global routing | pc_current[31] | pc_current[31] | -20 | 1
final | pc_current[7] | pc_current[7] | 20 | 1
per-stage QoR:
| step | utilization, % | area, um^2 | hold WS (ps) |
|---|---|---|---|
| 2_1_floorplan | - | 1520 | 316 |
| 3_5_place_dp | 70.6 | 2580 | 543 |
| 5_1_grt | 69.9 | 2560 | 306 |
| 6_report | 69.9 | 2560 | 254 |
| 4_1_cts | 69.9 | 2560 | 257 |
| 3_3_place_gp | 70.6 | 2580 | 533 |
Power figures rest on the tool's default switching activity, not on a simulated workload.
